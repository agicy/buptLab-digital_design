==> design/flow/config.mk <==
export PLATFORM = sky130hd
export DESIGN_NAME = segment_decoder
export DESIGN_NICKNAME = segment_decoder
export VERILOG_FILES = /design/flow/design.v
export SDC_FILE = /design/flow/constraint.sdc
export NUM_CORES = 4
export LEC_CHECK = 1
export CORE_AREA = 10 10 74 74
export DIE_AREA = 0 0 84 84
==> design/flow/constraint.sdc <==
current_design segment_decoder

set clk_period 2.1
set clk_io_pct 0.2

create_clock -name clk0 -period $clk_period

set non_clock_inputs [all_inputs -no_clocks]
set_input_delay [expr $clk_period * $clk_io_pct] -clock clk0 $non_clock_inputs
set_output_delay [expr $clk_period * $clk_io_pct] -clock clk0 [all_outputs]
==> design/flow/design.v <==
module segment_decoder (
    input  logic [5:0] data,
    output logic [6:0] segment_n
);
    always_comb begin
        case (data)
            6'b000000: segment_n = 7'b0000001;   
            6'b000001: segment_n = 7'b1001111;   
            6'b000010: segment_n = 7'b0010010;   
            6'b000011: segment_n = 7'b0000110;   
            6'b000100: segment_n = 7'b1001100;   
            6'b000101: segment_n = 7'b0100100;   
            6'b000110: segment_n = 7'b0100000;   
            6'b000111: segment_n = 7'b0001111;   
            6'b001000: segment_n = 7'b0000000;   
            6'b001001: segment_n = 7'b0000100;   
            6'b001010: segment_n = 7'b0001000;   
            6'b001011: segment_n = 7'b1100000;   
            6'b001100: segment_n = 7'b0110001;   
            6'b001101: segment_n = 7'b1000010;   
            6'b001110: segment_n = 7'b0110000;   
            6'b001111: segment_n = 7'b0111000;   
            6'b010000: segment_n = 7'b0100001;   
            6'b010001: segment_n = 7'b1001000;   
            6'b010010: segment_n = 7'b1111011;   
            6'b010011: segment_n = 7'b1000111;   
            6'b010100: segment_n = 7'b1010000;   
            6'b010101: segment_n = 7'b1110001;   
            6'b010110: segment_n = 7'b0101010;   
            6'b010111: segment_n = 7'b1101010;   
            6'b011000: segment_n = 7'b1100010;   
            6'b011001: segment_n = 7'b0011000;   
            6'b011010: segment_n = 7'b0001100;   
            6'b011011: segment_n = 7'b1111010;   
            6'b011100: segment_n = 7'b0101100;   
            6'b011101: segment_n = 7'b1110000;   
            6'b011110: segment_n = 7'b1000001;   
            6'b011111: segment_n = 7'b1100011;   
            6'b100000: segment_n = 7'b1010100;   
            6'b100001: segment_n = 7'b1101100;   
            6'b100010: segment_n = 7'b1000100;   
            6'b100011: segment_n = 7'b1010010;   
            default:   segment_n = 7'b1111111;
        endcase
    end
endmodule
==> design/flow/run.sh <==
#!/bin/bash
# OpenROAD 26Q1-2900-gdf79404cd8, Yosys 0.63+post, stock flow scripts
make -C /OpenROAD-flow-scripts/flow DESIGN_CONFIG=/design/flow/config.mk WORK_HOME=/design/flow/orfs finish
==> notes.md <==
impl run done, here's what came out: Flop area=0 µm², Synth top cell by count=nand2_1, Slew Limit Fails=0, Mapped Area=632 µm², DR iter-0 viols=26, Layout fillers=403, status=completed, ant diodes=0, top cells by count=nand2_1 (12), a21oi_1 (9), ha_1 (8), port bufs=13, first-pass GRT wire length=3.72 mm, critical path required time=1680 ps, Setup crit end=segment_n[1], FMAX=486 MHz, Chip Footprint=7060 µm², Post-synth seq share=0%, top sig layer=met3, Unique cell types=36, IR drop worst, VDD=0.0000867 V, CTS hold repair buffers=0, CP Launch Type=primary input, Die Y=84 µm, Tmin final=2060 ps, worst hold path type=primary input to output port, PwrDens=199 nW/µm², Max Cap Viol=0, Slew @ Worst Pin=341 ps, hpwl dp=1.41 mm, Post-Synthesis Cells=89, final setup fails=0, crit path DAT=1640 ps, routed vias/inst=4.58, top cells by area=ha_1 (16%), a21oi_1 (7.1%), nand2_1 (7.1%), post-route ant nets=0, DR DRC count=0, CP max FO=5, RePlAce Congestion=0.861, Routed WL=2.25 mm, Mean Syn Cell Area=7.10 µm², Max transition margin=77.2%, share of cells above drive strength 1=51.2%, final worst slack=42.3 ps, pin count of the biggest net entering global routing=15, Final Hold Vio Count=0, pre-CTS setup slack=-811 ps, Total GRT Usage=5.85%, Top cell area share=15.8%, leading area contributor after synthesis=ha_1, wire per inst=13.1 µm, met2 WL=1.04 mm, Crit Path Category=primary input to output port, LEAKAGE=0.466 nW, remaining global-route overflow=0, DR vias=783, Yosys Instances=89, Met3 Wirelength=124 µm, Syn-to-layout area delta=82.8%, CP Capture Type=output port, I/O pins=13, yosys stat area=632 µm², Area after DPL=911 µm², Initial Util=15.9%, flip-flops=0, Chip Width=84 µm, clock buf count=0, logic area=666 µm², tool warnings=40, core area=3970 µm², M1 WL=1.08 mm, post-route cell area=1150 µm², Pre-Repair DR Iteration Count=4, cycle use final=98.0%, CP startpoint=data[1], Rows=23, initial antenna violation count=0, Yosys warning count=1, number of global-route vias before repair=740
routing by layer:
| metal | up-vias | track usage (%) |
|---|---|---|
| met5 | - | 0 |
| met4 | 0 | 0 |
| met3 | 0 | 0.591 |
| met2 | 24 | 9.20 |
| met1 | 368 | 8.76 |
| li1 | 391 | - |
what timing repair did:
item | 4_1_cts | 5_1_grt
resized | 64 | 10
endpoints found under the setup margin | 7 | 6
gates cloned | 2 | 0
setup buffers | 8 | 1
pin swaps | 16 | 11
power breakdown:
group          internal, mW  leakage (nW)  switching, mW
Clock                     0             0              0
Sequential                0             0              0
Combinational         0.128         0.466          0.102
logic make-up after synthesis:
kind of cell	Yosys count	share of synthesized area, %
adders and majority gates	8	15.8
muxes	1	3.56
buffers and inverters	13	12.9
and+or+nand+nor	36	30.9
AOI/OAI and AO/OA	31	36.8
worst max-delay path, stage by stage:
cell and delay [ps]:
buf_6 100, buf_6 130, ha_4 180, nand2_2 80
o211ai_4 60, and3b_1 170, o32a_1 320, clkdlybuf4s15_1 180
through the flow:
step	TNS (ps)	std cells	util (%)	hold WS (ps)	total power, mW
2_1_floorplan	0	89	-	974	0.0993
3_3_place_gp	-5250	160	22.9	2050	0.180
3_5_place_dp	-5170	160	22.9	2060	0.180
4_1_cts	-3.32	170	28.4	1470	0.220
5_1_grt	-5.12	171	29.1	1520	0.247
6_report	0	171	29.1	1480	0.230
placed cells by master, fill, tap and decap left out, types with 3 or more instances in the layout:
master / n
a311oi_1: 5
a21oi_2: 3
buf_4: 18
a21oi_1: 6
nor2_1: 4
buf_6: 8
nand2b_1: 6
buf_2: 4
ha_4: 6
nand2_1: 11
final cells by class:
cell class / instances / area share (%)
Inverter: 4 / 1.52
Tap cell: 50 / 5.42
Multi-Input combinational cell: 76 / 57.6
Timing Repair Buffer: 41 / 35.4
how the worst min path moves through the flow:
stage	start	to	slack (ps)	cells past startpoint
after CTS	data[3]	segment_n[4]	1470	7
after global routing	data[1]	segment_n[4]	1520	7
final	data[3]	segment_n[4]	1480	7
No activity file was given, so power comes from the tool's default toggle rates.
