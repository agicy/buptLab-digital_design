[design/flow/design.v]
typedef enum logic [2:0] {
    setting_state,
    working_state,
    pause_state,
    error_state,
    final_state
} state_t;
module input_receiver (
    input logic clock,
    input logic reset_n,
    input logic [15:0] keyboard,
    input logic [4:0] button,
    input logic pill,
    output logic [15:0] keyboard_down,
    output logic [4:0] button_down,
    output logic pill_pulse
);
    logic [15:0] last_keyboard;
    always @(posedge clock or negedge reset_n) begin
        if (~ reset_n) begin
            keyboard_down <= 'b0;
            last_keyboard <= 'b0;
        end else begin
            keyboard_down = (~ last_keyboard) & keyboard;
            last_keyboard = keyboard;
        end
    end
    logic [4:0] last_button;
    always @(posedge clock or negedge reset_n) begin
        if (~ reset_n) begin
            button_down <= 'b0;
            last_button <= 'b0;
        end else begin
            button_down = (~ last_button) & button;
            last_button = button;
        end
    end
    logic last_pill;
    always @(posedge clock or negedge reset_n) begin
        if (~ reset_n) begin
            pill_pulse <= 'b0;
            last_pill <= 'b0;
        end else begin
            pill_pulse = (~ last_pill) & pill;
            last_pill = pill;
        end
    end
endmodule
[design/flow/config.mk]
export PLATFORM = sky130hd
export DESIGN_NAME = input_receiver
export DESIGN_NICKNAME = input_receiver
export VERILOG_FILES = /design/flow/design.v
export SDC_FILE = /design/flow/constraint.sdc
export NUM_CORES = 4
export LEC_CHECK = 1
export CORE_AREA = 10 10 97 97
export DIE_AREA = 0 0 107 107
[design/flow/run.sh]
#!/bin/bash
# OpenROAD 26Q1-2900-gdf79404cd8, Yosys 0.63+post, stock flow scripts
make -C /OpenROAD-flow-scripts/flow DESIGN_CONFIG=/design/flow/config.mk WORK_HOME=/design/flow/orfs finish
[design/flow/constraint.sdc]
current_design input_receiver

set clk_period 1.0
set clk_io_pct 0.2

create_clock -name clk0 -period $clk_period [get_ports {clock}]

set non_clock_inputs [all_inputs -no_clocks]
set_input_delay [expr $clk_period * $clk_io_pct] -clock clk0 $non_clock_inputs
set_output_delay [expr $clk_period * $clk_io_pct] -clock clk0 [all_outputs]
==> notes.md <==
fresh numbers from the pnr run: weighted congestion at the end of routability-driven global placement=between 0.6 and 0.7, pins over their slew limit=0, violated checks=negative hold slack, Max Clock Freq=between 1000 and 1500 MHz, cell-internal power=~2.6 mW, synthesized flop and latch total=44, antenna violations before repair=0, number of clock sinks=roughly 44, post-route cell area=1976 µm², required time reported for the critical path endpoint=around 800 ps, net switching component of the power=between 600 and 700 µW, largest net degree at the start of global routing=roughly 45, drt first-iter violations=4, via count of the routed design=about 650, crit end category=primary output, number of search-and-repair iterations in the first detailed-routing pass=2, Max-Slew Margin vs Limit=0.8462, cell count in the Yosys report=around 66, Worst VDD drop=approximately 0.00064 V, global-route wire length before repair=about 4000 µm, Logic pwr share=0.078, average vias per placed instance=2.982, port buffer count=roughly 45, clock buffers created by TritonCTS=5, source of the worst register-to-register timing path=last_keyboard[11]$_DFF_PN0_, setup-violating endpoint count in the final report=0, detailed-route wire length per cell=about 11 µm, Core Density at Floorplan=0.1925, Synth warnings=1, cells on worst reg2reg path=1, setup repair after global routing missed its margin=true, worst clock skew=between 5 and 6 ps, overall die height=~110 µm, number of different library cells in the post-synthesis netlist=2, cell at the slowest stage of the critical path=dfrtp_1, global route total overflow=0, yosys stat chip area=approximately 1400 µm², family with the most delay on the worst path=flip-flops, outcome=finished, violations left, count of final hold-check violations=roughly 44, routed wire length=2392 µm, leakage power of the design=0.9548 nW, # Max-Cap Violations=0, placement row count=31, number of top-level pins=46, portion of total power attributed to the clock network=0.341, Final min period=about 970 ps, type of the tightest min-delay check=input port to asynchronous set/reset pin, largest stage delay on the critical path=370 ps, # placed instances=211, share of post-route cells with drive strength above 1=0.4500, Net Sw Frac=0.2098, tally of nets with antenna violations remaining after routing=0, CTS tree=done, area of placed instances=1993 µm², fin cells=219, total power density per cell area=between 1500 and 2000 nW/µm², Reg2Reg Setup Slack=between 400 and 500 ps, biggest fanout along the worst timing path=1, # Post-CTS Setup Buffers=0, Mapped Area=roughly 1400 µm², Worst Tran Pin Value=roughly 230 ps, dpl hpwl=~1700 µm, total number of warnings across the stage logs=29, antenna diode count=0, post-layout period usage=0.9740, final core utilization=0.2709, synth-to-layout area growth=40.73%, worst hold slack=-123.5 ps, post-synthesis sequential area ratio=0.7843, aggregate global-route resource usage=0.04410, Critical path buffers and inverters=1, cells after synthesis=~66, clock-pin transition on the worst setup and hold timing paths=80 ps, chip footprint=11450 µm², kind of critical path=flop to primary output, CP startpoint kind=flop, Post-Syn Area per Cell=around 21 µm², critical register-to-register path endpoint=keyboard_down[11]$_DFF_PN0_, deepest clock path buffer count=2, arrival time at the worst endpoint=just under 800 ps, critical-path cell list=buf_2, CTS Root Buffer Type=clkbuf_8, # H-tree levels=2, Setup Total Neg Slack=0 ps, total chip power=3.291 mW, number of remaining DRC errors=0, Std-Cell Core Area=roughly 7300 µm², die width=roughly 110 µm, via count of the first global-routing pass=around 700, insertion delay to the later sink of the worst-skew pair=approximately 290 ps, Seq pwr share=0.581
## layout make-up
class                      instances  area [µm²]
multi-input combinational         22       302.8
clock buffer                       6       82.58
fill                             777        5316
timing repair buffer              46       355.3
sequential                        44        1101
tap                               99       123.9
clock inverter                     2       10.01
## per-stage QoR
stage               hold slack (ps)  setup WS [ps]
floorplan                    -95.59          470.7
global placement              195.4         -6.134
detailed placement            198.4         -9.173
CTS                          -124.9         -4.247
global route                 -133.6         -35.35
finish                       -123.5          26.02
## cells in the final DEF (no fill, tap or decap)
cell | Yosys | routed
dfrtp_1 | 44 | 44
buf_12 | 0 | 1
clkinv_2 | 0 | 2
buf_2 | 0 | 23
nor2b_4 | 22 | 22
clkdlybuf4s50_1 | 0 | 22
clkbuf_8 | 0 | 6
## routing by layer
layer	global-route usage	part of all wire	vias to the layer above
li1	-	-	305
met4	0.004836	0.012	0
met3	0.02426	0.10	4
met5	0	0	-
met2	0.05926	0.42	34
met1	0.06304	0.46	310
## worst max path at each step
stage	cells past startpoint	start	endpoint	slack, ps
finish	1	pill_pulse$_DFF_PN0_	pill_pulse	30
global route	1	keyboard_down[11]$_DFF_PN0_	keyboard_down[11]	-40
CTS	1	pill_pulse$_DFF_PN0_	pill_pulse	-4
## power by group through the flow
stage / registers [mW] / clock network [mW] / logic (mW)
final: 1.91 / 1.12 / 0.257
after global routing: 1.92 / 1.30 / 0.288
after CTS: 1.91 / 1.22 / 0.270
## logic make-up after synthesis
logic type       count (synthesis)  synth area share
DFF                             44            0.7843
and+or+nand+nor                 22            0.2157
## state kept, by name, indices dropped and copies added (netlist names)
signal	flops
last_pill	1
pill_pulse	1
button_down	5
last_button	5
keyboard_down	16
last_keyboard	16
## synthesized netlist by cell type (all sizes together)
| cell type | n | area share |
|---|---|---|
| dfrtp | 44 | 0.78 |
| nor2b | 22 | 0.22 |
## repair_timing
item | in CTS | in global routing
hold endpoints to repair | 44 | 44
setup endpoints to repair | 22 | 16
resized | 67 | 0
Power is estimated from default activity; no workload was simulated.
