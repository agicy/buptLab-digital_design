$ cat /design/flow/design.v
module random_engine #(
    parameter width = 32
) (
    input logic clock,
    input logic reset_n,
    output logic [width-1:0] random_number
);
    logic [width-1:0] lfsr;
    always @(posedge clock or negedge reset_n) begin
        if (~reset_n) begin
            lfsr <= 32'h12345678;
        end else begin
            lfsr <= {lfsr[width-2:0], lfsr[width-1] ^ lfsr[width-2]};
        end
    end
    assign random_number = lfsr;
endmodule
$ cat /design/flow/run.sh
#!/bin/bash
# OpenROAD 26Q1-2900-gdf79404cd8, Yosys 0.63+post, stock flow scripts
make -C /OpenROAD-flow-scripts/flow DESIGN_CONFIG=/design/flow/config.mk WORK_HOME=/design/flow/orfs finish
$ cat /design/flow/config.mk
export PLATFORM = sky130hd
export DESIGN_NAME = random_engine
export DESIGN_NICKNAME = random_engine
export VERILOG_FILES = /design/flow/design.v
export SDC_FILE = /design/flow/constraint.sdc
export NUM_CORES = 4
export LEC_CHECK = 1
export CORE_AREA = 10 10 89 89
export DIE_AREA = 0 0 99 99
$ cat /design/flow/constraint.sdc
current_design random_engine

set clk_period 1.0
set clk_io_pct 0.2

create_clock -name clk0 -period $clk_period [get_ports {clock}]

set non_clock_inputs [all_inputs -no_clocks]
set_input_delay [expr $clk_period * $clk_io_pct] -clock clk0 $non_clock_inputs
set_output_delay [expr $clk_period * $clk_io_pct] -clock clk0 [all_outputs]
==> ci_impl_report.md <==
### Yosys + OpenROAD results

| Metric | Value |
|---|---|
| Status | `finished with violations` |
| Failing checks | `setup timing` |
| Post-DR vias/cell | `2.92` |
| Diodes inserted | `0` |
| Worst reg2reg endpoint | `lfsr[0]$_DFF_PN0_` |
| Htree depth | `2` |
| Drt wl/cell | `11.7 um` |
| Final hold vios | `0` |
| Cell area after synthesis | `826 um2` |
| Crit-path max cell delay | `530 ps` |
| DRT iter0 DRCs | `11` |
| Yosys Instances | `33` |
| Top reg by flops | `lfsr` |
| FF+latch count, synth | `32` |
| Startpoint types | `flip-flop` |
| Die Y | `99 um` |
| Row count | `28` |
| FF-to-FF setup slack | `200 ps` |
| Top flop regs | `lfsr (32)` |
| RSZ-0062 raised after global routing | `true` |
| WP data required | `800 ps` |
| Maxcap violations | `0` |
| Register share after synthesis | `98.9%` |
| Post-Route Skew | `4.77 ps` |
| Gpl congestion | `0.723` |
| Critical path's top delay family | `flip-flops` |
| Yosys Warn Count | `1` |
| CTS Buffer Depth | `2` |
| Core area | `0.00599 mm2` |
| Layout cells sized above 1 | `74.2%` |
| First-pass GRT wire length | `3.04 mm` |
| Tmin final | `1100 ps` |
| Fin worst setup slack | `-96.6 ps` |
| Post-DP HPWL | `1.35 mm` |
| Cell chain of the critical path | `buf_2` |
| Max FFs per register | `32` |
| Max Fclk | `0.912 GHz` |
| CTS Sinks | `32` |
| Cell count after synthesis | `33` |
| Post-Place Cells | `147` |
| Slew HR | `89.3%` |
| Bufs and invs on worst path | `1` |
| Largest net degree at the start of global routing | `32` |
| Die X | `99 um` |
| DR pass1 iterations | `2` |
| Log Warnings | `27` |
| GR Util All Layers | `3.91%` |
| CP max FO | `2` |
| Antenna violations before repair | `0` |
| Leak Pwr | `0.723 nW` |
| Period utilisation layout | `110%` |
| P&R area growth vs syn | `58.0%` |
| Slew @ Worst Pin | `161 ps` |
| Vias in the first global route | `531` |
| Cts bufs inserted | `5` |
| Highest layer used for signal routing | `met4` |
| Power density over cell area | `1780 mW/mm2` |
| Clock latency (worst-skew pair) | `270 ps` |
| Final non-filler cell total | `164` |
| Critical Path End Type | `output pin` |
| Critical-path cell with the highest stage delay | `dfstp_2` |
| WL met1 | `893 um` |
| Count of final max-slew check failures | `0` |
| HP Class | `input port to asynchronous set/reset pin` |
| Worst IR Drop VDD | `0.000690 V` |
| DRT antenna net count | `0` |
| Setup CP Type | `flip-flop to output pin` |
| Yosys cell types | `3` |
| Avg Cell Area, Syn | `25.0 um2` |
| CTS tree | `done` |
| Drt drc | `0` |
| Ports | `34` |
| Placed Area | `0.00131 mm2` |
| Met3 wire len | `271 um` |
| FP Core Util | `13.8%` |
| Met2 routed WL | `737 um` |
| FF-to-FF path depth | `2` |
| Die area | `0.00980 mm2` |
| WP data arrival | `900 ps` |
| RR Startpoint | `lfsr[30]$_DFF_PN0_` |
| Yosys stat area | `826 um2` |
| Setup Viol. Count Final | `13` |
| CTS root buffer | `clkbuf_8` |
| Global route overflow | `0` |
| CTS clk-pin slew, worst paths | `60 ps` |
| Design Area, Final | `0.00131 mm2` |
| Buffers on Ports | `33` |
| Routed WL | `1.92 mm` |
| Routed vias | `479` |
## synth_stat cells
library cell	n	area, um2
dfstp_2	13	342
dfrtp_1	19	475
xor2_1	1	8.76
## per-stage QoR
| step | utilization (%) | hold slack, ps | total power, mW | worst slack, ps | setup TNS [ps] |
|---|---|---|---|---|---|
| 2_1_floorplan | - | -95.6 | 1.32 | 311 | 0 |
| 3_3_place_gp | 21.8 | 358 | 1.36 | -185 | -2500 |
| 3_5_place_dp | 21.8 | 357 | 1.36 | -190 | -2500 |
| 4_1_cts | 21.8 | 279 | 2.38 | -122 | -1420 |
| 5_1_grt | 21.8 | 289 | 2.45 | -143 | -1860 |
| 6_report | 21.8 | 279 | 2.33 | -96.6 | -1110 |
## worst register-to-register path, delay by kind of cell, from the launching register on
| kind | cells | cell delay, ps |
|---|---|---|
| XOR/XNOR | 1 | 150 |
| buffers and inverters | 1 | 140 |
| flip-flops | 1 | 400 |
## cell usage in the layout (no fill, tap or decap)
master           count
buf_4               14
buf_12               1
xor2_1               1
clkdlybuf4s50_1      1
clkbuf_8             6
dfrtp_1             19
buf_2               32
clkbuf_1             2
dfstp_2             13
## final cells by class
class | instances | area [um2]
Tap cell | 75 | 93.8
Sequential cell | 32 | 817
Clock buffer | 8 | 90.1
Fill cell | 639 | 4690
Timing Repair Buffer | 48 | 295
Multi-Input combinational cell | 1 | 8.76
## how the worst max path moves through the flow
stage | start | endpoint | slack (ps) | cells after the start
CTS | lfsr[25]$_DFF_PN1_ | random_number[25] | -120 | 1
global route | lfsr[4]$_DFF_PN1_ | random_number[4] | -140 | 1
finish | lfsr[25]$_DFF_PN1_ | random_number[25] | -100 | 1
## metal layers
metal	track usage, %	vias up
met2	4.81	27
li1	-	213
met5	0	-
met4	0.551	0
met3	2.82	3
met1	5.48	236
## kinds of logic after synthesis
family | after synthesis | share of synthesized area, %
flip-flops | 32 | 98.9
XOR/XNOR | 1 | 1.06
## power breakdown
group	switching, mW	internal, mW
registers	0	1.30
logic	0.0248	0.0138
clock network	0.428	0.560
## repair_timing
item / 4_1_cts / 5_1_grt
hold buffers: 0 / 0
buffers inserted: 9 / 0
setup endpoints to repair: 32 / 25
gates resized: 96 / 0
No activity file was given, so power comes from the tool's default toggle rates.
